### flow/design.v
module lab2_1(clk,rst_n,en,dir,in,data,out);
    input clk,rst_n,en,dir,in;
    input [3:0] data;
    output [3:0] out;
    reg [3:0] out;
    always@(posedge clk)
        begin
            casex({rst_n,en,in,dir})
                4'b0xxx: out={4{1'b0}};
                4'b10xx: out=out;
                4'b1101: out=(out==4'b1111)?4'b0000:out+1'b1;
                4'b1100: out=(out==4'b0000)?4'b1111:out-1'b1;
                4'b111x: out=data;
            endcase
        end
endmodule
### flow/run.sh
#!/bin/bash
# OpenROAD 26Q1-2900-gdf79404cd8, Yosys 0.63+post, stock flow scripts
make -C /OpenROAD-flow-scripts/flow DESIGN_CONFIG=/design/flow/config.mk WORK_HOME=/design/flow/orfs finish
### flow/config.mk
export PLATFORM = sky130hd
export DESIGN_NAME = lab2_1
export DESIGN_NICKNAME = lab2_1
export VERILOG_FILES = /design/flow/design.v
export SDC_FILE = /design/flow/constraint.sdc
export NUM_CORES = 4
export LEC_CHECK = 1
export CORE_AREA = 10 10 70 70
export DIE_AREA = 0 0 80 80
### flow/constraint.sdc
current_design lab2_1

set clk_period 1.7
set clk_io_pct 0.2

create_clock -name clk0 -period $clk_period [get_ports {clk}]

set non_clock_inputs [all_inputs -no_clocks]
set_input_delay [expr $clk_period * $clk_io_pct] -clock clk0 $non_clock_inputs
set_output_delay [expr $clk_period * $clk_io_pct] -clock clk0 [all_outputs]
==> GITHUB_STEP_SUMMARY <==
### Yosys + OpenROAD results

| Metric | Value |
|---|---|
| Status | `completed` |
| Top metal layer carrying routed signals | `met4` |
| Input/output buffers | `12` |
| Overall die width | `80 um` |
| Distinct cells, synth | `21` |
| Total routed wirelength | `917 um` |
| Crit end category | `flip-flop` |
| Warning count from the yosys run | `1` |
| Max-slew violation total from the final report | `0` |
| Number of global-route vias before repair | `292` |
| Wire length on met3 | `99 um` |
| Sequence of cells on the critical path | `buf_6, ha_1, a31o_2, a221oi_2, a21oi_1, nor2_1` |
| Arrival time of the worst setup path | `1.69 ns` |
| Share of post-route cells with drive strength above 1 | `0.255` |
| Min setup slack post-route | `0.111 ns` |
| Type of element launching the critical path | `flip-flop` |
| Number of warnings the tools reported | `26` |
| Fin crit share | `0.935` |
| Placed Area | `523 um^2` |
| Antenna Violating Nets Remaining | `0` |
| Post-layout minimum cycle time | `1.59 ns` |
| Count of unresolved DRC violations after routing | `0` |
| Total Die Area | `6400 um^2` |
| Clock tree from TritonCTS | `built` |
| Cell area after synthesis | `328 um^2` |
| Number of cell instances after yosys synthesis | `36` |
| Routability Congestion | `0.713` |
| Most common logic cell in the routed design | `sky130_fd_sc_hd__clkdlybuf4s50_1` |
| Flops after synth | `4` |
| Floorplan-stage core utilization | `0.0960` |
| Number of buffers on the longest clock path | `2` |
| Iteration-0 DRC Markers | `22` |
| Leakage power total | `0.000220 uW` |
| Top logic cells by instance count in the layout | `12 x sky130_fd_sc_hd__clkdlybuf4s50_1, 5 x sky130_fd_sc_hd__a21oi_1, 5 x sky130_fd_sc_hd__nor2_1` |
| Gate count after technology mapping | `36` |
| Xor+xnor area frac | `0.0534` |
| Compound-cell area share of the yosys netlist | `0.244` |
| Family with the most delay on the worst path | `AND-OR/OR-AND gates` |
| Largest register FFs | `4` |
| Post-layout power | `359 uW` |
| Type of the worst min-delay path | `in -> reg` |
| Antenna violations before repair | `0` |
| Req. time, crit path | `1.80 ns` |
| Library cell contributing the largest single delay on the critical path | `sky130_fd_sc_hd__edfxtp_1` |
| Sum of negative setup slack | `0 ns` |
| Pin count of the biggest net entering global routing | `8` |
| Peak ir drop on the vdd network | `0.245 mV` |
| Maximum Capacitance Violations | `0` |
| Layout filler cell count | `400` |
| Clk ins delay skew pair | `0.23 ns` |
| First-pass detailed-route iteration total | `3` |
| Sequential cell area fraction in the yosys report | `0.366` |
| Buffers and inverters on the worst path | `1` |
| Buffer cell driving the clock tree root | `sky130_fd_sc_hd__clkbuf_4` |
| Achievable Freq | `0.629 GHz` |
| Type of the setup path with the least slack | `reg -> reg` |
| Average instance area after synthesis | `9.11 um^2` |
| Core area | `3420 um^2` |
| Height of the die | `80 um` |
| Biggest cell delay along the critical path | `0.41 ns` |
| Number of cell rows | `21` |
| Remaining global-route overflow | `0` |
| Top-level I/O count | `13` |
| CP max FO | `4` |
| Final Hold Violating Endpoints | `0` |
| Wire length on met2 | `299 um` |
| Non-Filler Cell Area, Final | `576 um^2` |
| Final setup skew | `0.00102 ns` |
| Post-Synth Adder-Cell Area | `0.0763` |
| Post-placement worst setup slack | `-0.106 ns` |
| Inserted Clock Buffers | `3` |
| Slew at the pin closest to its max-slew limit | `0.279 ns` |
| Via count | `329` |
| Final setup viols | `0` |
| # clock sinks | `4` |
| Clock-pin slew on the worst setup and hold paths | `0.04 ns` |
| Area figure in the yosys stat output | `328 um^2` |
| DR vias/cell | `3.26` |
| Simple-gate area share of the yosys netlist | `0.137` |
| Inserted Diodes | `0` |
| Global routing usage summed across all routing layers | `0.0253` |
| First-pass GRT wire length | `1.32 mm` |
| Count of hold-fix buffers inserted at cts | `0` |
| Unrepaired setup endpoints after global routing | `false` |
| Number of H-tree levels | `1` |
| Met1 layer wirelength in the final routing | `506 um` |
| Area delta synth->final | `75.6%` |
| Wirelength per Cell | `9.08 um` |
| Remaining max-slew budget at the tightest pin | `0.813` |
| DPL Wire Length | `713 um` |
| MUX area fraction | `0.0611` |
| Largest combinational cell category by area | `AND-OR/OR-AND gates` |
| Cell area power density | `623 nW/um^2` |
[final cells by class]
class | count | area, um^2 | share of cell area
Inverter | 4 | 15.0 | 0.0261
Clock buffer | 3 | 22.5 | 0.0391
Timing Repair Buffer | 17 | 161 | 0.280
Tap cell | 46 | 57.6 | 0.100
Sequential cell | 4 | 120 | 0.209
Multi-Input combinational cell | 27 | 199 | 0.346
[tightest hold or removal path, stage by stage]
cell,delay [ns]
sky130_fd_sc_hd__clkdlybuf4s50_1,0.45
sky130_fd_sc_hd__a21oi_1,0.06
sky130_fd_sc_hd__nor2_1,0.07
[routing by layer]
layer | vias to the layer above | global-route usage
met4 | 0 | 0.00880
met5 | - | 0
met3 | 2 | 0.0148
met2 | 11 | 0.0241
met1 | 145 | 0.0410
li1 | 171 | -
[power breakdown]
| group | internal, uW | switching, uW | leakage (uW) |
|---|---|---|---|
| registers | 119 | 8.68 | 0.0000441 |
| clock network | 78.8 | 36.7 | 0.0000138 |
| logic | 70.2 | 45.4 | 0.000162 |
| total | 268 | 90.7 | 0.000220 |
[kinds of logic after synthesis]
kind of cell	count (synthesis)
compound gates	12
simple gates	9
buf+inv	5
flops	4
xor+xnor	2
mux	2
fa+ha+maj	2
[per-stage QoR]
step | hold WS (ns) | utilization | cells
after floorplan | 0.563 | - | 36
after global placement | 0.821 | 0.153 | 96
after detailed placement | 0.806 | 0.153 | 96
after CTS | 0.800 | 0.160 | 99
after global routing | 0.847 | 0.168 | 101
final | 0.805 | 0.168 | 101
[synthesized netlist by cell type (all sizes together)]
cell	n	area share
o21ai	1	0.015
ha	2	0.076
nor2	5	0.057
a21oi	5	0.076
a31o	1	0.027
mux2i	2	0.061
buf	1	0.015
or4	1	0.023
a21boi	1	0.023
a311oi	1	0.027
nand2b	1	0.019
o21bai	1	0.023
xnor2	1	0.027
a221oi	1	0.027
or3b	1	0.027
edfxtp	4	0.37
nand2	1	0.011
xor2	1	0.027
inv	4	0.046
o31a	1	0.027
[worst paths after layout]
check | from | to | slack (ns) | depth (start not counted)
max | out[0]$_DFFE_PP_ | out[0]$_DFFE_PP_ | 0.11 | 6
min | data[0] | out[0]$_DFFE_PP_ | 0.81 | 3
min reg2reg | out[2]$_DFFE_PP_ | out[0]$_DFFE_PP_ | 0.83 | 3
max reg2reg | out[0]$_DFFE_PP_ | out[0]$_DFFE_PP_ | 0.11 | 6
[repair_timing]
item	CTS	global route
gates resized	0	5
setup buffers	0	2
endpoints found under the setup margin	0	1
No activity file was given, so power comes from the tool's default toggle rates.
