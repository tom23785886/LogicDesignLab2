File: flow/run.sh
#!/bin/bash
# OpenROAD 26Q1-2900-gdf79404cd8, Yosys 0.63+post, stock flow scripts
make -C /OpenROAD-flow-scripts/flow DESIGN_CONFIG=/design/flow/config.mk WORK_HOME=/design/flow/orfs finish
File: flow/config.mk
export PLATFORM = sky130hd
export DESIGN_NAME = lab2_2
export DESIGN_NICKNAME = lab2_2
export VERILOG_FILES = /design/flow/design.v
export SDC_FILE = /design/flow/constraint.sdc
export NUM_CORES = 4
export LEC_CHECK = 1
export CORE_AREA = 10 10 70 70
export DIE_AREA = 0 0 80 80
File: flow/constraint.sdc
current_design lab2_2

set clk_period 2.0
set clk_io_pct 0.2

create_clock -name clk0 -period $clk_period [get_ports {clk}]

set non_clock_inputs [all_inputs -no_clocks]
set_input_delay [expr $clk_period * $clk_io_pct] -clock clk0 $non_clock_inputs
set_output_delay [expr $clk_period * $clk_io_pct] -clock clk0 [all_outputs]
File: flow/design.v
module lab2_2(clk,rst_n,en,dir,gray,cout);
    input clk,rst_n,en,dir;
    output [7:0] gray;
    output cout;
    wire tmpcout;
    counter_1 first(.clk(clk),.rst_n(rst_n),.en(en),.dir(dir),.gray(gray[3:0]),.cout(tmpcout));
    counter_1 second(.clk(clk),.rst_n(rst_n),.en(tmpcout),.dir(dir),.gray(gray[7:4]),.cout(cout));
endmodule
module counter_1(dir,clk,en,cout,gray,rst_n);
    input dir,clk,rst_n,en;
    output cout;
    output [3:0] gray;
    reg [3:0] bnum;
    wire cout;
    reg [3:0] before;
    reg g1,g2,g3;
    reg [3:0] gray;
    assign cout=((en==1'b1 && dir==1'b1 && gray==4'b1000)||(en==1'b1 && dir==1'b0 && gray==4'b0000))?1'b1:1'b0;
    always@(negedge clk or negedge rst_n)
        begin
        bnum={before[3],
        before[3]^before[2],
        before[3]^before[2]^before[1],
        before[3]^before[2]^before[1]^before[0]};
        if(rst_n==4'b0000) begin
            gray=4'b0000;
            bnum=4'b0000;
        end
        else
        begin
            if(en==1'b0) begin
                gray=before;
                bnum = bnum;
            end
            else
                begin
                if(dir==1'b1)
                    begin
                    if(bnum==4'b1111)
                        begin
                        bnum=4'b0000;
                        gray=4'b0000;
                        end
                    else
                        begin
                        bnum=bnum+1;
                        g3=bnum[3]^bnum[2];
                        g2=bnum[2]^bnum[1];
                        g1=bnum[1]^bnum[0];
                        gray={bnum[3],g3,g2,g1};
                        end
                    end
                else
                    begin
                    if(bnum==4'b0000)
                        begin
                            bnum=4'b1111;
                            gray=4'b1000;
                        end
                    else
                        begin
                            bnum=bnum-1;
                            g3=bnum[3]^bnum[2];
                            g2=bnum[2]^bnum[1];
                            g1=bnum[1]^bnum[0];
                            gray={bnum[3],g3,g2,g1};
                        end
                    end
                end
            end
        before=gray;
        end
endmodule
==> ci_impl_report.md <==
## PnR job results

| Metric | Value |
|---|---|
| Worst setup SP type | `flip-flop` |
| Core utilization before placement | `26.0%` |
| PwrDens | `2110 nW/um2` |
| Core ar. | `3420 um2` |
| R2R setup slack | `-300 ps` |
| Cts-stage hold buffer count | `0` |
| Congestion Overflow GR | `0` |
| Post-Synthesis Cells | `97` |
| Mean Syn Cell Area | `9.16 um2` |
| Lkg Pwr | `0.820 nW` |
| Cells in synth_stat.txt | `97` |
| FP Rows | `21` |
| WS Path Type | `reg2out` |
| Worst Reg2Reg Path Length in Cells | `10` |
| DRT Wirelength | `2.68 mm` |
| DRC Markers | `0` |
| Fill cells | `289` |
| Clock latency (worst-skew pair) | `270 ps` |
| Diodes inserted | `0` |
| Area Overhead vs Synth | `95.6%` |
| I/O pin count | `13` |
| Place WS | `-1100 ps` |
| Final Core Density | `50.9%` |
| Maximum vdd drop | `1.82 mV` |
| Gr usage total | `7.99%` |
| Hold Fails Final Rpt | `0` |
| Initial antenna violation count | `0` |
| CTS tree | `done` |
| H-tree depth | `1` |
| Pre-antenna DRT Iters | `4` |
| Count of cell types in the netlist | `33` |
| Max clock buf depth | `2` |
| Drt wl/cell | `12.9 um` |
| Die H | `80 um` |
| Register Area | `200 um2` |
| IO buf count | `12` |
| Worst r2r dst | `second.before[2]` |
| CP Data Arrival Time | `2520 ps` |
| Cts bufs inserted | `3` |
| Hpwl dp | `1.77 mm` |
| Hold/Removal Path Class | `reg2reg` |
| Hold WS | `630 ps` |
| Seq share, synth | `22.5%` |
| Multi-input logic area | `813 um2` |
| Reg2Reg Launch Point | `second.before[3]` |
| Die area | `6400 um2` |
| Synthesis area per yosys | `888 um2` |
| RSZ-0062 raised after global routing | `true` |
| CP startpoint | `first.gray[0]` |
| Failing checks | `setup timing` |
| Clock transition time at the flip-flop clock pins of the worst setup and hold paths | `40 ps` |
| Via count | `924` |
| Die X | `80 um` |
| First-pass GRT wire length | `4.20 mm` |
| Tool Warnings | `36` |
| Type of destination of the critical path | `output port` |
| Worst rel slew slack | `84.2%` |
| Ys Warns | `1` |
| Top Layout Cells | `buf_4, buf_6, ha_1, dfrtn_1` |
| Layout cell share with drive strength beyond 1 | `62.3%` |
| Number of global-route vias before repair | `878` |
| # setup viols final | `16` |
| ANT nets after route | `0` |
| Largest net degree at the start of global routing | `9` |
| Vias per cell | `4.44` |
| Number of synthesized register bits | `8` |
| Worst setup margin | `-915 ps` |
| Top cell excl fill/tap | `buf_4` |
| Synthesized area | `888 um2` |
| CTS Root Cell | `clkbuf_4` |
| Worst Path Required | `1600 ps` |
| DRT iter0 DRCs | `52` |
| Routability cong. | `0.927` |
| Final Max Tran Viols | `0` |
| Max-capacitance violation count | `0` |
| Clk sinks | `8` |
| Status | `finished with violations` |
| Worst-Margin Slew | `230 ps` |
| Crit path to | `cout` |
| CP max FO | `2` |
| Clk_skew | `0.469 ps` |
through the flow:
stage               power (mW)  setup TNS, ps  instances  area (um2)
floorplan                 1.83          -2800         97         968
global placement          2.65         -10750        180        1330
detailed placement        2.72         -10870        180        1330
CTS                       3.31          -6200        199        1570
global route              3.96          -5840        208        1740
finish                    3.66          -5050        208        1740
final cells by class:
type	count	share of cell area, %
multi-input cells	75	46.8
repair buffers	65	34.6
flip-flops and latches	8	11.5
well taps	46	3.31
inverters	11	2.52
clock buffers	3	1.30
cells in the mapped netlist:
| master | number | area [um2] |
|---|---|---|
| a211o_1 | 1 | 8.76 |
| a211oi_1 | 1 | 7.51 |
| a21bo_2 | 1 | 10.0 |
| a21boi_0 | 1 | 7.51 |
| a21o_1 | 1 | 7.51 |
| a21oi_1 | 6 | 30.0 |
| a22oi_1 | 3 | 22.5 |
| a311o_1 | 1 | 10.0 |
| buf_4 | 1 | 7.51 |
| buf_6 | 1 | 11.3 |
| clkbuf_2 | 1 | 5.00 |
| dfrtn_1 | 8 | 200 |
| ha_1 | 14 | 175 |
| inv_1 | 11 | 41.3 |
| mux2_2 | 1 | 11.3 |
| mux2i_1 | 5 | 50.1 |
| nand2_1 | 6 | 22.5 |
| nand2b_1 | 3 | 18.8 |
| nand3_1 | 2 | 10.0 |
| nand4b_1 | 1 | 8.76 |
| nor2_1 | 4 | 15.0 |
| nor2b_1 | 1 | 6.26 |
| nor3_1 | 1 | 5.00 |
| nor3b_1 | 2 | 15.0 |
| nor4_1 | 1 | 6.26 |
| o21ai_0 | 4 | 20.0 |
| o221ai_1 | 1 | 8.76 |
| o22ai_1 | 1 | 6.26 |
| o31ai_1 | 1 | 7.51 |
| or2_4 | 1 | 8.76 |
| or3b_1 | 1 | 8.76 |
| xnor2_1 | 8 | 70.1 |
| xnor3_1 | 2 | 45.0 |
power breakdown:
part	internal [mW]	total (mW)	switching [mW]
logic	1.93	3.22	1.29
clock network	0.0687	0.125	0.0564
registers	0.248	0.316	0.0682
total	2.25	3.66	1.41
flip-flops by register name, summed over array words and instances (netlist names):
| register | count |
|---|---|
| first.gray | 4 |
| second.before | 4 |
what timing repair did:
| item | CTS | global route |
|---|---|---|
| setup buffers | 18 | 15 |
| pin swaps | 11 | 13 |
| gates resized | 63 | 32 |
| setup endpoints to repair | 17 | 17 |
critical path: stages (launching register included):
cell and delay (ps):
dfrtn_1 350, or3b_4 400, or2_4 250, nor4_2 120, buf_2 130
cell families after synthesis:
family	after synthesis	synth area share (%)
xor+xnor	10	13.0
compound gates	22	16.5
mux	6	6.90
buf+inv	14	7.32
simple gates	23	14.1
flops	8	22.5
fa+ha+maj	14	19.7
worst min path at each step:
stage                  end             start  cells past startpoint  slack (ps)
6_report  second.before[1]  second.before[1]                      3         630
4_1_cts   second.before[1]  second.before[1]                      3         650
5_1_grt   second.before[1]  second.before[1]                      3         680
layer usage:
layer | wire length [um] | track usage [%]
met1 | 1260 | 10.9
met2 | 1260 | 12.8
met3 | 109 | 1.93
met4 | 38 | 1.06
met5 | 0 | 0
Power is estimated from default activity; no workload was simulated.
