==> /design/flow/design.v <==
module lab2_3(clk,rst_n,out);
    input clk,rst_n;
    output out;
    reg [5:0] F;
    always@(posedge clk)begin
        if(rst_n==1'b0) F=6'b000001;
        else F={F[4:0],F[5]^F[0]};
    end
    assign out=F[5];
endmodule
==> /design/flow/run.sh <==
#!/bin/bash
# OpenROAD 26Q1-2900-gdf79404cd8, Yosys 0.63+post, stock flow scripts
make -C /OpenROAD-flow-scripts/flow DESIGN_CONFIG=/design/flow/config.mk WORK_HOME=/design/flow/orfs finish
==> /design/flow/config.mk <==
export PLATFORM = sky130hd
export DESIGN_NAME = lab2_3
export DESIGN_NICKNAME = lab2_3
export VERILOG_FILES = /design/flow/design.v
export SDC_FILE = /design/flow/constraint.sdc
export NUM_CORES = 4
export LEC_CHECK = 1
export CORE_AREA = 10 10 70 70
export DIE_AREA = 0 0 80 80
==> /design/flow/constraint.sdc <==
current_design lab2_3

set clk_period 1.0
set clk_io_pct 0.2

create_clock -name clk0 -period $clk_period [get_ports {clk}]

set non_clock_inputs [all_inputs -no_clocks]
set_input_delay [expr $clk_period * $clk_io_pct] -clock clk0 $non_clock_inputs
set_output_delay [expr $clk_period * $clk_io_pct] -clock clk0 [all_outputs]
==> ci_impl_report.md <==
### Flow metrics

| Metric | Value |
|---|---|
| Status | complete, no violations |
| Switching part of the total | 17.60% |
| Comb pwr share | 3.3% |
| Crit path max-delay family | flip-flops |
| Latency at later pin | 0.24 ns |
| Sequential Power Share | 52.5% |
| Largest register FFs | 6 |
| Die width | 80 um |
| First-pass GRT wire length | 538 um |
| Row count | 21 |
| FP Core Util | 4.835% |
| Layout cell share with drive strength beyond 1 | 31.58% |
| Achievable clock frequency | 1158 MHz |
| WL per Instance | 4.092 um |
| Antenna Nets Post-Route | 0 |
| CTS H-Tree Depth | 1 |
| FFs w/ async S/R, synth | 0% |
| Top area cell types | dfxtp_1 73%, and2_1 15%, xnor2_1 5.3% |
| Worst-path clk slew | 0.04 ns |
| Max cap viols | 0 |
| Chip Area, Yosys | 165.2 um^2 |
| Final setup violation count | 0 |
| Die y size | 80 um |
| Fillers | 406 |
| Fin Clk Skew | 0.004638 ns |
| Hold Vio Cnt, Final | 0 |
| Cell-internal power | 0.3946 mW |
| Crit share post-route | 86.33% |
| CP max FO | 2 |
| Sequential cell area | 120.1 um^2 |
| Worst Setup EP | out |
| CP Cell Sequence | clkbuf_2 |
| Area Overhead vs Synth | 62.12% |
| Hold_buf cts | 0 |
| Worst path required time | 0.80 ns |
| GRT overflow | 0 |
| CP max stage cell | dfxtp_1 |
| DRC Markers | 0 |
| Drt pass-1 iters | 2 |
| RR Startpoint | F[5] |
| Tot Pwr | 0.4789 mW |
| Hold Path Depth | 1 |
| Switch Pwr | 0.08429 mW |
| CTS root buf | clkbuf_4 |
| Post-synth EDFFs | 0 |
| Worst vdd ir | 0.7572 mV |
| R2R Setup Slk | 0.26 ns |
| Largest net degree at the start of global routing | 7 |
| Antenna Cells | 0 |
| Crit path largest cell delay | 0.32 ns |
| MI comb area | 45.04 um^2 |
| Largest type area fraction | 72.73% |
| Synth area leader | dfxtp_1 |
| Crit path DAT | 0.66 ns |
| CTS Buf Count | 3 |
| Post-CTS Setup Bufs | 0 |
| Clock Power Share | 44.2% |
| Initial antenna violation count | 0 |
| Pwr Density | 1788 nW/um^2 |
| Post-synth regs | 6 |
| Fin. max-slew vios | 0 |
| Min cycle time layout | 0.8633 ns |
| CTS tree | yes |
| Final WL | 266 um |
| Cell with the most instances after synthesis | dfxtp_1 |
| Most used DFF post-synth | dfxtp_1 |
| Final worst setup slack | 0.1367 ns |
| Worst r2r path cells | 3 |
| OpenROAD warnings | 25 |
| Final cell count without fillers | 65 |
| Num Clock Sinks | 6 |
| Ys Warns | 1 |
| Ys cells | 13 |
| Longest Clk Path Bufs | 2 |
| Core box area | 3416 um^2 |
| Slew @ Worst Pin | 0.1497 ns |
| Routed vias/inst | 1.554 |
| Mean Syn Cell Area | 12.70 um^2 |
| Mapped Cells | 13 |
| DR iter-0 viols | 2 |
| Port buffer count | 2 |
| Worst Hold Class | flip-flop to flip-flop |
| Pre-CTS WS | -0.008347 ns |
| Top cells by count, synth | 6 x dfxtp_1, 4 x and2_1, 1 x and2_2, 1 x nand2_1, 1 x xnor2_1 |
| Global-route usage over all layers | 1.138% |
| Dpl cells | 62 |
| Crit path depth | 1 |
| Io pins | 3 |
| Placer Congestion | 0.5558 |
| Synth cell types | 5 |
| Critical Path Start Type | flip-flop |
| Unrepaired setup endpoints after global routing | false |
| Post-Syn Area | 165.2 um^2 |
| CP bufs+invs | 1 |
| Max transition margin | 89.99% |
| Placed Area | 250.2 um^2 |
| Worst R2R End | F[0] |
| DIE AREA | 6400 um^2 |
| Vias in the first global route | 135 |
| Leakage | 0.09403 nW |
| Critical Path Start | F[5] |
| Final instance area | 267.8 um^2 |
| CP Class | flip-flop to primary output |
| Crit. End Element | primary output |
| Seq share, synth | 72.73% |
| Vias | 101 |
-- cell type report --
class	instances	share of cell area [%]
Sequential cell	6	44.86
Tap cell	46	21.50
Multi-Input combinational cell	7	16.82
Clock buffer	3	8.411
Timing Repair Buffer	3	8.411
-- power by group through the flow --
| stage | clock network, mW | registers (mW) | logic [mW] |
|---|---|---|---|
| final | 0.212 | 0.251 | 0.0157 |
| after global routing | 0.242 | 0.252 | 0.0190 |
| after CTS | 0.222 | 0.251 | 0.0165 |
-- per-stage QoR --
| step | setup TNS (ns) | hold slack, ns | util, % |
|---|---|---|---|
| floorplan | 0 | 0.2619 | - |
| global placement | -0.009814 | 0.4153 | 7.326 |
| detailed placement | -0.008347 | 0.4218 | 7.326 |
| CTS | 0 | 0.4323 | 7.985 |
| global route | 0 | 0.4455 | 7.839 |
| finish | 0 | 0.4277 | 7.839 |
-- layer usage --
layer  track usage, %  vias to the layer above  wire length [um]
li1                 -                       51                 -
met1            1.408                       43               143
met2            1.364                        7                85
met3            1.136                        0                37
met4           0.1761                        0                 0
met5                0                        -                 0
-- cells in the final DEF (no fill, tap or decap), drive strengths merged --
master and n:
dfxtp 6, and2 5, clkbuf 4, xnor2 1, nand2 1, clkdlybuf4s50 1, buf 1
-- kinds of logic (layout without fill, tap and decap cells) --
logic type | after synthesis | count (layout) | synth area share [%]
xor gates and xnor gates | 1 | 1 | 5.304
buffers and inverters | 0 | 6 | 0
DFF | 6 | 6 | 72.73
and+or+nand+nor | 6 | 6 | 21.97
-- how the worst min path moves through the flow --
stage	startpoint	to
4_1_cts	F[4]	F[5]
5_1_grt	F[3]	F[4]
6_report	F[4]	F[5]
-- timing repair --
action | CTS | global route
resized | 2 | 1
cloned | 0 | 0
endpoints found under the setup margin | 1 | 1
No activity file was given, so power comes from the tool's default toggle rates.
